## ./config.mk

```make
export PLATFORM = sky130hd
export DESIGN_NAME = bpm_counter
export DESIGN_NICKNAME = bpm_counter
export VERILOG_FILES = /design/flow/design.v
export SDC_FILE = /design/flow/constraint.sdc
export NUM_CORES = 4
export LEC_CHECK = 1
export CORE_UTILIZATION = 50
```

## ./constraint.sdc

```tcl
current_design bpm_counter

set clk_period 5.5
set clk_io_pct 0.2

create_clock -name clk0 -period $clk_period [get_ports {i_clk}]

set non_clock_inputs [all_inputs -no_clocks]
set_input_delay [expr $clk_period * $clk_io_pct] -clock clk0 $non_clock_inputs
set_output_delay [expr $clk_period * $clk_io_pct] -clock clk0 [all_outputs]
```

## ./design.v

```verilog
module bpm_counter(
	input i_clk,
	input i_reset,
	input i_btn_plus_1,		
	input i_btn_plus_5,		
	input i_btn_plus_5_hold,
	input i_btn_minus_1,	
	input i_btn_minus_5,
	input i_btn_minus_5_hold,
	input i_uart_msg,
	input [31:0] i_uart_bpm_count,
	output reg 	[33:0] 	o_bpm_counter,
	output reg		 	o_bpm_changed
);
	always @(posedge i_clk, posedge i_reset) begin
		if (i_reset) begin
			o_bpm_counter <= 0;
		end else begin
			if (i_uart_msg) begin
				o_bpm_counter <= {2'b00, i_uart_bpm_count};
				o_bpm_changed <= 1;
			end else begin
				if (i_btn_plus_1) begin
					o_bpm_counter <= o_bpm_counter + 1;
					o_bpm_changed <= 1;
				end else if (i_btn_plus_5) begin
					o_bpm_counter <= o_bpm_counter + 5;
					o_bpm_changed <= 1;
				end else if (i_btn_plus_5_hold) begin
					o_bpm_counter <= o_bpm_counter + 10;
					o_bpm_changed <= 1;
				end else if (i_btn_minus_1) begin
					o_bpm_counter <= (o_bpm_counter > 0) ? (o_bpm_counter - 1): 0; 
					o_bpm_changed <= 1;
				end else if (i_btn_minus_5) begin
					o_bpm_counter <= (o_bpm_counter > 4) ? (o_bpm_counter - 5): 0; 
					o_bpm_changed <= 1;
				end else if (i_btn_minus_5_hold) begin
					o_bpm_counter <= (o_bpm_counter > 9) ? (o_bpm_counter - 10): 0; 
					o_bpm_changed <= 1;
				end else begin 
					o_bpm_changed <= 0;
				end
			end
		end
	end
endmodule
```

## ./run.sh

```bash
#!/bin/bash
# OpenROAD 26Q1-2900-gdf79404cd8, Yosys 0.63+post, stock flow scripts
make -C /OpenROAD-flow-scripts/flow DESIGN_CONFIG=/design/flow/config.mk WORK_HOME=/design/flow/orfs finish
```

==> flow_summary.toml <==
# physical design summary
[clock_network]
h-tree-depth = 2
cts_setup_buffers = 0
numCtsBuffers = 5
clock_path_buffers = 2
cts_sinks = 35
cts_tree = "yes"
clk_pin_slew_worst_paths_ns = 0.06
cts_resized = 0
clock_latency_ns = 0.30
ctsHoldBuffers = 0
cts-root-buf = "clkbuf_16"

[logic_synthesis]
syn_inst = 1065
synth_async_sr_flop_share = 0.9714
yosysWarnings = 1
netlist.area_leader.share = 0.1199
synth_top_cell_by_area = "dfrtp_1"
ys_top_cells_by_area = "dfrtp_1, xnor2_1, nand2_1"
ys_types = 85
yosys_register_bits = 35
synth-edff-count = 1
synth_chip_area_um2 = 7096
synth_top_cell_by_count = "nand2_1"
avgSynthCellArea_um2 = 6.662
top_cells_by_count = "nand2_1, clkbuf_1, nor2_1"
yosysSeqAreaShare = 0.1241
ff_type = "dfrtp_1"
yosys-stat-cells = 1065
synth_area_um2 = 7096

[worst_setup_path]
end_kind = "flop"
r2r-end = "o_bpm_counter[22]"
slowest_delay_ns = 0.92
startpoint_type = "input port"
path_common_cell = "nand2_1"
critPathKind = "input port to flop"
reg2reg_depth = 7
crit_fanout = 12
critPathBufInv = 1
critPathArrivalTime_ns = 4.70
path_cells = "clkdlybuf4s50_1 > nor4_1 > nand2_1 > nand2_1 > nor2_1 > o31a_1 > a221oi_1 > nand2_1"
rr_startpoint = "o_bpm_counter[29]"
worstSetupEndpoint = "o_bpm_counter[28]"
cp_top_family = "simple AND/OR/NAND/NOR gates"
cp.required_ns = 5.68
crit_start = "i_btn_plus_5_hold"
slowest_stage = "nor4_1"
crit_cells = 8
rrSetupSlack_ns = 1.49

[timing]
finalCritPeriodShare = 0.8207
rsz0062_at_grt = "no"
drv_slew = 0
hold_viol_final = 0
finalClockSkew_ns = 0.002178
tightest_slew_ns = 1.206
tns_ns = 0
layout_min_cycle_time_ns = 4.514
setup_viol = 0
max_freq_mhz = 221.5
relSlewSlack = 0.1932

[run_status]
status = "complete, no violations"

[global_routing]
grt-ovfl-total = 0
met3_usage = 0.1521
track_usage = 0.4818
antenna_found_initial = 0
grt_first_pass_wirelength_um = 51380
top_usage_layer = "met2"
grtUsageMet2 = 0.6864
grt_max_degree = 36
grt_use_met1 = 0.6643
grt_pass1_vias = 8626

[route]
num_vias = 9566
drt_wl_total_um = 34370
dr.pass1.iters = 9
drt-vias-per-instance = 7.562
drt_drc_violations_left = 0
wl_per_cell_um = 27.17
ant_nets = 0
first_iter_violations = 1111
antenna_cells = 0

[floorplanning]
fp.dieW_um = 121.1
initCoreUtil = 0.5112
chipHeight_um = 121.1
die-area_um2 = 14670
row_count = 43
core_area_um2 = 13880
pin_count = 76

[worst_hold_path]
hp-class = "flop to flop"

[placement]
io_buffers = 75
place_congestion = 1.049
dp.cells = 1257
detailed_place_hpwl_um = 24250

[finish]
fin_cells = 1265
layout-drive-gt1-share = 0.08111
area_delta_synth_final_pct = 14.28

[flow_run]
max_cap_violations = 0
warnings = 31

[pwr]
p_leak_uw = 0.002616
peakVddDrop_uv = 130.0
powerDensity_nw_per_um2 = 189.5
==> through the flow <==
stage          utilization  area (um^2)  hold WS, ns  worst slack, ns  power (uW)
5_1_grt             0.5842         8109       0.7750            1.048        1596
3_3_place_gp        0.5741         7969       0.7198            1.137        1201
4_1_cts             0.5842         8109       0.7276            1.261        1501
6_report            0.5842         8109       0.7299           0.9861        1536
3_5_place_dp        0.5741         7969       0.7178           0.9721        1198
2_1_floorplan            -         7096       0.6010            2.385       872.6
==> placed cells by master (no fill, tap or decap), types with 14 or more instances in the layout <==
cell / instances
nand2_1: 97
nor2_1: 81
clkdlybuf4s50_1: 72
a21oi_1: 66
nand3_1: 63
o21ai_0: 63
xnor2_1: 55
nor4_1: 51
nor3_1: 49
buf_4: 49
dfrtp_1: 34
nand4_1: 30
xor2_1: 30
inv_1: 23
a221oi_1: 23
a31oi_1: 19
or4_1: 17
or3_1: 14
and3_1: 14
==> cell type report <==
class / instances / area [um^2]
fillers: 1348 / 5772
multi-input cells: 892 / 5662
repair buffers: 124 / 1104
flip-flops and latches: 35 / 880.8
well taps: 180 / 225.2
clock buffers: 5 / 125.1
inverters: 26 / 97.59
clock inverters: 3 / 15.01
==> cell families after synthesis <==
| logic type | Yosys count | synth area share |
|---|---|---|
| AND-OR/OR-AND | 332 | 0.3338 |
| XOR/XNOR | 85 | 0.1049 |
| adder cells (fa/ha/maj) | 8 | 0.01375 |
| buffers and inverters | 138 | 0.07865 |
| flip-flops | 35 | 0.1241 |
| multiplexers | 3 | 0.004585 |
| AND/OR/NAND/NOR | 464 | 0.3402 |
==> how the worst min path moves through the flow <==
stage	from	to	slack, ns	cells after the start
4_1_cts	o_bpm_counter[1]	o_bpm_counter[1]	0.73	1
5_1_grt	o_bpm_counter[1]	o_bpm_counter[1]	0.78	1
6_report	o_bpm_counter[1]	o_bpm_counter[1]	0.73	1
==> layer usage <==
| layer | wire length, um | up-vias |
|---|---|---|
| met2 | 14050 | 854 |
| met5 | 0 | - |
| met4 | 2173 | 0 |
| met1 | 12560 | 4361 |
| li1 | - | 4149 |
| met3 | 5585 | 202 |
==> flip-flops by register name, indices dropped and copies added, names as in the netlist <==
signal,flops
o_bpm_changed,1
o_bpm_counter,34
==> where the power goes <==
part           leakage, uW  switching, uW  internal (uW)
combinational      0.00213            516            325
clock            0.0000733            129            166
sequential        0.000417            109            291
total              0.00262            755            781
Power figures rest on the tool's default switching activity, not on a simulated workload.
