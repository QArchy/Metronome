<file path="design/flow/constraint.sdc">
current_design ssi_switch

set clk_period 3.8
set clk_io_pct 0.2

create_clock -name clk0 -period $clk_period [get_ports {i_clk}]

set non_clock_inputs [all_inputs -no_clocks]
set_input_delay [expr $clk_period * $clk_io_pct] -clock clk0 $non_clock_inputs
set_output_delay [expr $clk_period * $clk_io_pct] -clock clk0 [all_outputs]
</file>
<file path="design/flow/design.v">
module ssi_encoder(
	input 				i_clk, 
	input 				i_reset, 
	input 		[3:0] 	i_digit, 
	output reg 	[6:0] 	o_segments
);
	always @(posedge i_clk, posedge i_reset) begin
		if (i_reset) begin
			o_segments <= 7'b1000000;
		end else begin
			case(i_digit)
				0: o_segments <= 7'b1000000;
				1: o_segments <= 7'b1111001;
				2: o_segments <= 7'b0100100;
				3: o_segments <= 7'b0110000;
				4: o_segments <= 7'b0011001;
				5: o_segments <= 7'b0010010;
				6: o_segments <= 7'b0000010;
				7: o_segments <= 7'b1111000;
				8: o_segments <= 7'b0000000;
				9: o_segments <= 7'b0010000;
				default: o_segments <= 7'b1000000;
			endcase
		end
	end
endmodule
module ssi_switch(
	input i_clk, 
	input i_reset, 
	input [3:0] i_digit,
	input [3:0] i_digit_ten,
	input [3:0] i_digit_hundred,
	input [3:0] i_digit_thousand,
	output reg 	[3:0] o_ssi_code,
	output 		[6:0] o_segments
);
	reg [3:0] 	ssi_digit;
	reg	[1:0] 	ssi_choose_counter;
	reg [19:0] 	ssi_switch_timer;
	ssi_encoder ssi_encoder_inst(
		.i_clk(i_clk), 			 
		.i_reset(i_reset), 		 
		.i_digit(ssi_digit), 	 
		.o_segments(o_segments)	 
	);
	always @(posedge i_clk, posedge i_reset) begin
		if (i_reset) begin
			o_ssi_code 			<= 0;
			ssi_choose_counter 	<= 0;
			ssi_switch_timer 	<= 0;
		end else begin
			if (ssi_switch_timer == {20{1'b1}}) begin
				ssi_switch_timer 	<= 0;
				ssi_choose_counter 	<= ssi_choose_counter + 1;
			end else begin
				ssi_switch_timer 	<= ssi_switch_timer + 1;
			end
			case(ssi_choose_counter)
				2'b00: begin o_ssi_code <= 4'b1110; ssi_digit <= i_digit; 			end
				2'b01: begin o_ssi_code <= 4'b1101; ssi_digit <= i_digit_ten;		end
				2'b10: begin o_ssi_code <= 4'b1011; ssi_digit <= i_digit_hundred;	end
				2'b11: begin o_ssi_code <= 4'b0111; ssi_digit <= i_digit_thousand;	end
			endcase
		end
	end
endmodule
</file>
<file path="design/flow/run.sh">
#!/bin/bash
# OpenROAD 26Q1-2900-gdf79404cd8, Yosys 0.63+post, stock flow scripts
make -C /OpenROAD-flow-scripts/flow DESIGN_CONFIG=/design/flow/config.mk WORK_HOME=/design/flow/orfs finish
</file>
<file path="design/flow/config.mk">
export PLATFORM = sky130hd
export DESIGN_NAME = ssi_switch
export DESIGN_NICKNAME = ssi_switch
export VERILOG_FILES = /design/flow/design.v
export SDC_FILE = /design/flow/constraint.sdc
export NUM_CORES = 4
export LEC_CHECK = 1
export CORE_UTILIZATION = 40
</file>
==> results.cfg <==
; physical design summary
[cts]
clock_latency_ns = 0.29
clkTransAtPathRegs_ns = 0.07
cts.path.max_buffers = 2
post_cts_buffers = 0
cts_made_buffers = 5
post_cts_resized = 0
cts_tree = done
postCtsHoldBufs = 0
cts.sinks = 37
cts-htree-levels = 2
cts-root-buf = clkbuf_8

[grt]
grt_max_degree = 38
grt_pass1_vias = 1090
grt_overflow_total = 0
antenna_found_initial = 0
grt_pass1_wl_um = 5010
grt_util_all_layers_pct = 15.1

[sta]
rsz0062_at_grt = no
tightest_slew_ns = 0.533
slew_viol_final = 0
max_freq_mhz = 498
setup_ws_ns = 1.79
post-route-period-util_pct = 52.8
fin_tns_setup_ns = 0
setup_violations = 0
slew_headroom_pct = 64.3
finClkSkew_ns = 0.00597
period_minus_slack_ns = 2.01
hold_viol = 0

[detailed_routing]
wirelength_um = 2800
routedWlPerCell_um = 12.1
vias_per_cell = 4.82
first_pass_iters = 4
diodes = 0
drt_iter0_drc = 66
antenna_left = 0
drc_errors = 0
num_vias = 1119

[synthesis]
synth-async-reset-ratio_pct = 89.2
synth_dominant_cell_count = dfrtp_1
synthesis.area_um2 = 1710
synth_area_per_cell_um2 = 11.4
ys_cells = 150
synth_cell_types = 35
ys.flop_type = dfrtp_1
syn_inst = 150
edf_count = 4
seq_area_frac_synth_pct = 55.4
yosysWarnings = 2
synth_chip_area_um2 = 1710
synth_top_area_share_pct = 46.8
ys_ff = 37
top_area_cell = dfrtp_1
ys_top_cells_by_count = dfrtp_1 (32), nor2_1 (20), xor2_1 (11)
topCellsByArea = dfrtp_1 (47%), edfxtp_1 (7.0%), ha_1 (6.6%), xor2_1 (5.6%), nor2_1 (4.4%)

[job]
openroad.warnings = 31
max-cap-violations = 0

[pwr]
power.switching_mw = 0.161
combinationalPowerShare_pct = 7.7
ir_drop_mv = 0.162
clkPwrFrac_pct = 35.1
p_sw_share_pct = 22.0
power_density_nw_per_um2 = 346
leakage_nw = 0.959
fin_total_pwr_mw = 0.733
seq_power_share_pct = 57.2
p_int_mw = 0.572

[placement]
place_congestion = 0.789
placed_cell_area_um2 = 2040
dp_hpwl_um = 1990
place_ws_ns = 1.77
port_buffers = 28

[setup_path]
arrival_ns = 2.18
reg2reg_depth = 5
crit_type = reg -> reg
crit_required_ns = 3.98
worstSetupStartpointType = register
crit_path_max_fanout = 13
end_kind = register

[floorplan]
io_pins = 29
chip_area_um2 = 4540
die_h_um = 67.4
die_w_um = 67.4
initial_core_util_pct = 42.2
rows = 23
coreArea_um2 = 4060

[worst_hold_path]
whs_path_depth = 1
hold_class = reg -> reg

[layout]
syn_to_final_growth_pct = 23.8
fin_area_um2 = 2120
fillers = 333
drive_gt1_share_pct = 6.59

[status]
outcome = complete, no violations
path summary, 6_finish.rpt:
check                                                     from                                       end  slack (ns)
worst min register to register  ssi_switch_timer[14]$_DFF_PP0_            ssi_switch_timer[14]$_DFF_PP0_        0.47
worst max register to register   ssi_switch_timer[0]$_DFF_PP0_         ssi_choose_counter[1]$_DFFE_PP0N_        1.79
worst max-delay path             ssi_switch_timer[0]$_DFF_PP0_         ssi_choose_counter[1]$_DFFE_PP0N_        1.79
min in group asynchronous                              i_reset                   o_ssi_code[3]$_DFF_PP0_        0.88
worst min-delay path            ssi_switch_timer[14]$_DFF_PP0_            ssi_switch_timer[14]$_DFF_PP0_        0.47
max in group asynchronous                              i_reset  ssi_encoder_inst.o_segments[6]$_DFF_PP1_        2.58
layer usage:
| metal | vias up | global-route usage, % | part of all wire, % |
|---|---|---|---|
| met5 | - | 0 | 0 |
| met4 | 0 | 3.19 | 0.82 |
| met3 | 4 | 3.77 | 3.4 |
| met2 | 15 | 21.3 | 45 |
| met1 | 523 | 24.6 | 51 |
| li1 | 577 | - | - |
state kept, by name, indices dropped and copies added (netlist names):
name and flops:
ssi_encoder_inst.o_segments 7, ssi_choose_counter 2, ssi_switch_timer 20, ssi_digit 4, o_ssi_code 4
power groups by stage:
| stage | Combinational, mW | Clock (mW) | Sequential [mW] |
|---|---|---|---|
| after CTS | 0.0582 | 0.267 | 0.420 |
| after global routing | 0.0646 | 0.289 | 0.421 |
| final | 0.0564 | 0.257 | 0.420 |
cell families after synthesis:
group	synth area share, %
adder cells (fa/ha/maj)	6.58
AND/OR/NAND/NOR	17.0
flip-flops	55.4
AND-OR/OR-AND	6.22
multiplexers	1.83
buffers and inverters	3.80
XOR/XNOR	9.22
per-stage QoR:
| step | hold slack (ns) | std cells | utilization [%] |
|---|---|---|---|
| 2_1_floorplan | 0.435 | 150 | - |
| 3_3_place_gp | 0.458 | 224 | 50.2 |
| 3_5_place_dp | 0.459 | 224 | 50.2 |
| 4_1_cts | 0.469 | 232 | 52.2 |
| 5_1_grt | 0.490 | 232 | 52.2 |
| 6_report | 0.468 | 232 | 52.2 |
area by class of cell:
type / count / area (um2) / share of cell area, %
Clock buffer: 5 / 68.8 / 3.25
Sequential cell: 37 / 947 / 44.7
Timing Repair Buffer: 29 / 288 / 13.6
Clock inverter: 3 / 12.5 / 0.591
Tap cell: 50 / 62.6 / 2.95
Multi-Input combinational cell: 97 / 698 / 33.0
Inverter: 11 / 41.3 / 1.95
cells in the final DEF, fill, tap and decap left out, drive strengths merged:
| cell type | Yosys | layout |
|---|---|---|
| or3 | 1 | 1 |
| o31ai | 1 | 1 |
| a222oi | 4 | 4 |
| a21oi | 8 | 8 |
| or3b | 1 | 1 |
| ha | 9 | 9 |
| clkdlybuf4s50 | 0 | 28 |
| dfstp | 1 | 1 |
| nand2b | 1 | 1 |
| and4 | 3 | 3 |
| nor3b | 1 | 1 |
| nor2 | 20 | 20 |
| and2 | 1 | 1 |
| clkbuf | 3 | 5 |
| nand2 | 4 | 4 |
| nor3 | 1 | 1 |
| inv | 10 | 10 |
| a211oi | 1 | 1 |
| nand3 | 8 | 8 |
| clkinv | 1 | 4 |
| and3 | 3 | 3 |
| nand4 | 5 | 5 |
| or4 | 1 | 1 |
| xor2 | 11 | 11 |
| o22ai | 1 | 1 |
| buf | 2 | 1 |
| o21ai | 1 | 1 |
| mux2 | 1 | 1 |
| nor2b | 1 | 1 |
| xnor2 | 7 | 7 |
| mux2i | 2 | 2 |
| dfrtp | 32 | 32 |
| edfxtp | 4 | 4 |
critical path, stage by stage (launching register included):
cell	delay, ns
dfrtp_1	0.39
ha_1	0.19
and3_1	0.24
nand3_1	0.20
nor3_4	0.52
mux2_1	0.37
No activity file was given, so power comes from the tool's default toggle rates.
