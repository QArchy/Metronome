==> ./design.v <==
module btn_activator(
	input 		i_clk,
	input 		i_btn_posedge,
	output reg 	o_btn
);
	reg 		btn_start_wait;
	reg	[24:0] 	btn_wait_counter;
	always @(posedge i_clk) begin  
		o_btn					<= (i_btn_posedge && ~btn_start_wait) ? 1: 0;
		btn_start_wait			<= (i_btn_posedge && ~btn_start_wait) ? 1: btn_start_wait;
		if (btn_wait_counter == {25{1'b1}}) begin
			btn_wait_counter 	<= 0;
			btn_start_wait 		<= 0;
		end else begin
			btn_wait_counter	<= btn_wait_counter + 1;
		end
	end
endmodule
module btn_debouncer(
	input 			i_clk,
	input 			i_btn_reset,
    input	[3:0] 	i_control_btns,
    output 		 	o_btn_reset,
    output 		 	o_btn_metronome_plus_1,
    output 		 	o_btn_metronome_plus_5,
    output 		 	o_btn_metronome_plus_5_hold,
    output 		 	o_btn_metronome_minus_1,
    output 		 	o_btn_metronome_minus_5,
    output 		 	o_btn_metronome_minus_5_hold
);
	wire			btn_reset_posedge;
	wire	[3:0]	control_btns_posedge;
	btn_posedge btn_posedge_inst(
		.i_clk(i_clk),									 
		.i_btn_reset(i_btn_reset),						 
		.i_control_btns(i_control_btns),				 
		.o_btn_reset_posedge(btn_reset_posedge),		 
		.o_control_btns_posedge(control_btns_posedge)	 
	);
	btn_activator btn_activator_reset(
		.i_clk(i_clk),								 
		.i_btn_posedge(btn_reset_posedge),			 
		.o_btn(o_btn_reset)							 
	);	
	btn_activator btn_activator_plus_1(	
		.i_clk(i_clk),								 
		.i_btn_posedge(control_btns_posedge[0]),	 
		.o_btn(o_btn_metronome_plus_1)				 
	);	
	btn_activator btn_activator_plus_5(	
		.i_clk(i_clk),								 
		.i_btn_posedge(control_btns_posedge[1]),	 
		.o_btn(o_btn_metronome_plus_5)				 
	);	
	btn_activator btn_activator_minus_1(	
		.i_clk(i_clk),								 
		.i_btn_posedge(control_btns_posedge[2]),	 
		.o_btn(o_btn_metronome_minus_1)				 
	);	
	btn_activator btn_activator_minus_5(	
		.i_clk(i_clk),								 
		.i_btn_posedge(control_btns_posedge[3]),	 
		.o_btn(o_btn_metronome_minus_5)				 
	);
	btn_hold_activator btn_hold_activator_plus_5(
		.i_clk(i_clk),								 
		.i_btn(i_control_btns[1]),					 
		.i_btn_pressed(o_btn_metronome_plus_5),		 
		.o_btn_hold(o_btn_metronome_plus_5_hold)	 
	);
	btn_hold_activator btn_hold_activator_minus_5(
		.i_clk(i_clk),								 
		.i_btn(i_control_btns[3]),					 
		.i_btn_pressed(o_btn_metronome_minus_5),	 
		.o_btn_hold(o_btn_metronome_minus_5_hold)	 
	);
endmodule
module btn_hold_activator(
	input 		i_clk,
	input 		i_btn,
	input 		i_btn_pressed,
	output reg 	o_btn_hold
);
	reg btn_pressed;
	reg [27:0] one_second_counter;
	always @(posedge i_clk) begin  
		btn_pressed 		<= i_btn_pressed ? 1: btn_pressed;
		if (i_btn && btn_pressed) begin
			if (one_second_counter == {28{1'b1}}) begin
				one_second_counter 	<= 0;
				o_btn_hold			<= 1;
			end else begin
				one_second_counter 	<= one_second_counter + 1;
				o_btn_hold 			<= 0;
			end
		end else if (~i_btn) begin
			btn_pressed 		<= 0;
			one_second_counter 	<= 0;
			o_btn_hold			<= 0;
		end else;
	end
endmodule
module btn_posedge(
	input 				i_clk,
	input 				i_btn_reset,
	input		[3:0] 	i_control_btns,
	output	reg			o_btn_reset_posedge,
	output	reg	[3:0]	o_control_btns_posedge
);
	reg 		i_btn_reset_prev;
	reg [3:0]	i_control_btns_prev;
	always @(posedge i_clk) begin
		i_btn_reset_prev 			<= i_btn_reset;
		i_control_btns_prev			<= i_control_btns;
		o_btn_reset_posedge			<= ~i_btn_reset_prev && i_btn_reset;
		o_control_btns_posedge[0]	<= ~i_control_btns_prev[0] && i_control_btns[0];
		o_control_btns_posedge[1]	<= ~i_control_btns_prev[1] && i_control_btns[1];
		o_control_btns_posedge[2]	<= ~i_control_btns_prev[2] && i_control_btns[2];
		o_control_btns_posedge[3]	<= ~i_control_btns_prev[3] && i_control_btns[3];
	end
endmodule
==> ./run.sh <==
#!/bin/bash
# OpenROAD 26Q1-2900-gdf79404cd8, Yosys 0.63+post, stock flow scripts
make -C /OpenROAD-flow-scripts/flow DESIGN_CONFIG=/design/flow/config.mk WORK_HOME=/design/flow/orfs finish
==> ./config.mk <==
export PLATFORM = sky130hd
export DESIGN_NAME = btn_debouncer
export DESIGN_NICKNAME = btn_debouncer
export VERILOG_FILES = /design/flow/design.v
export SDC_FILE = /design/flow/constraint.sdc
export NUM_CORES = 4
export LEC_CHECK = 1
export CORE_UTILIZATION = 40
==> ./constraint.sdc <==
current_design btn_debouncer

set clk_period 4.4
set clk_io_pct 0.2

create_clock -name clk0 -period $clk_period [get_ports {i_clk}]

set non_clock_inputs [all_inputs -no_clocks]
set_input_delay [expr $clk_period * $clk_io_pct] -clock clk0 $non_clock_inputs
set_output_delay [expr $clk_period * $clk_io_pct] -clock clk0 [all_outputs]
==> reports/results.tsv <==
stage	metric	value	unit
outcome	status	finished clean	
critical_path	cell depth of the worst flop-to-flop path	5	
yosys	ys cells	930	
floorplan	row count	54	
yosys	Yosys Chip Area	0.00909	mm2
timing	setup violators final	0	
yosys	Post-synth top cells	dfxtp_1 (147), nor2_1 (83), nand3_1 (67)	
clocking	Root Buffer	clkbuf_16	
global_route	GRT Total Usage	13.5	%
timing	f_max	413	MHz
yosys	area leader, netlist	dfxtp_1	
clocking	H-tree depth	1	
routing	Vias	6446	
critical_path	CP Launch Type	flip-flop	
floorplan	die area	0.0233	mm2
critical_path	reg2reg setup slack	1.98	ns
yosys	ys flop type	dfxtp_1	
layout	Filler Cell Count	1981	
clocking	clock buffer depth	3	
power	Worst VDD drop	0.000330	V
routing	# DRC	0	
yosys	Avg Inst Size Synth	9.77	um2
routing	routed vias/inst	5.20	
clocking	CTS clk-pin slew, worst paths	0.06	ns
clocking	hold_buf cts	0	
critical_path	critical path class	reg2reg	
place	Placed Area	0.00952	mm2
yosys	async set-reset flop share out of synthesis	0	%
layout	Area Overhead vs Synth	12.9	%
routing	Routed WL	15.0	mm
clocking	post-CTS resize count	0	
critical_path	critical-path cell list	and4_1, nand3_1, nor4b_4, buf_4, nor3_1	
global_route	first-pass GRT wire length	26.2	mm
clocking	Post-CTS Setup Inserts	0	
critical_path	Slowest cell on crit path	nor4b_4	
yosys	Syn Inst Count	930	
floorplan	core area	0.0220	mm2
critical_path	CP required	4.63	ns
timing	Slew headroom	53.6	%
timing	skew final	0.00601	ns
global_route	largest net degree at the start of global routing	30	
global_route	routing usage on met3	2.35	%
yosys	main area contributors	dfxtp_1 (32%), edfxtp_1 (19%), xor2_1 (5.8%)	
flow_run	MaxCap Viol Count	0	
global_route	grt peak-use layer	met1	
global_route	met1 Usage GRT	21.8	%
global_route	number of global-route vias before repair	5732	
place	Detailed Place HPWL	9.48	mm
clocking	CTS sink cnt	205	
global_route	antenna violations before repair	0	
power	P_leak	3.65	nW
layout	share of layout cells above drive strength 1	5.83	%
clocking	clk latency late pin	0.49	ns
global_route	global-route track usage on met2	19.9	%
yosys	number of enable flip-flop cells	58	
yosys	Synth top cell by count	dfxtp_1	
place	Port Buffers	12	
global_route	Congestion Overflow GR	0	
critical_path	Worst Path Buf+Inv	1	
yosys	Distinct cells, synth	46	
place	final RePlAce weighted congestion	0.806	
yosys	sequential share of the synthesized area	51.5	%
yosys	synthesized cell area	0.00909	mm2
yosys	Synth Register Bits	205	
timing	setup TNS	0	ns
timing	fin. max-slew vios	0	
critical_path	cell count along the critical path	5	
layout	Final Instance Area	0.0103	mm2
routing	initial DRC count	377	
critical_path	worst-path maximum fanout	19	
critical_path	Crit. End Element	flip-flop	
floorplan	# IOs	13	
timing	Final Critical Period	2.42	ns
place	# placed instances	1199	
routing	post-route ant nets	0	
timing	Fin. Hold Viols	0	
clocking	TritonCTS clock tree	built	
hold_path	hold crit path type	reg2reg	
timing	RSZ-0062 raised after global routing	false	
critical_path	CP top delay family	simple AND/OR/NAND/NOR gates	
hold_path	hold wc startpoint	btn_posedge_inst.i_btn_reset_prev	
floorplan	Die H	153	um
layout	Layout Cells excl Fill	1240	
power	power per cell area	378	mW/mm2
yosys	YS warnings	3	
clocking	CTS buffer count	23	
timing	slew at the pin closest to its max-slew limit	0.694	ns
floorplan	Die X-Extent	153	um
routing	first drt pass iteration count	6	
routing	number of diodes	0	
critical_path	Worst EP arrival	2.65	ns
floorplan	FP Util	41.3	%
routing	WL/cell	12.1	um
yosys	Area leader share	32.4	%
timing	fin crit share	55.0	%
critical_path	Worst path max stage delay	0.60	ns
flow_run	tool warnings	25	
==> through the flow <==
stage	utilization (%)	power, mW	setup WS [ns]	hold WS (ns)
global placement	43.2	2.07	1.95	0.373
floorplan	-	2.05	2.28	0.367
finish	46.6	3.88	1.98	0.385
detailed placement	43.2	2.07	1.93	0.379
global route	46.6	4.03	1.81	0.406
CTS	46.6	3.94	2.00	0.388
==> cell usage in the layout (no fill, tap or decap), types with 2 or more instances in the layout <==
cell type and count:
mux2_2 2, a211oi_1 7, nor2_1 83, dfxtp_1 147, or4_1 20, bufinv_16 2, nand4_1 52, nor2b_1 16
o211ai_1 4, clkbuf_1 8, nand2_1 57, o21ai_0 30, and2_1 6, clkbuf_8 4, buf_4 10, ha_1 7
clkbuf_16 23, nor4_2 4, xor2_1 60, xnor2_1 57, or3_1 37, nor4_1 16, nand3_1 67, o21a_1 3
or4b_1 2, a211oi_2 2, nand2b_1 2, and4_1 26, nor3_1 36, edfxtp_1 58, inv_1 21, clkdlybuf4s50_1 12
clkinv_2 4, o31ai_1 12, o41ai_1 2, and3_1 15, a21oi_1 34
==> report_power, final <==
group | leakage (nW) | internal (mW) | switching, mW
clock | 0.366 | 1.15 | 0.708
combinational | 1.50 | 0.0185 | 0.0226
sequential | 1.79 | 1.96 | 0.0215
==> flip-flops by register name (all words and copies together) (netlist names), 4 cells and up <==
signal,count
btn_posedge_inst.i_control_btns_prev,4
btn_posedge_inst.o_control_btns_posedge,4
btn_activator_minus_5.btn_wait_counter,25
btn_hold_activator_plus_5.one_second_counter,28
btn_activator_plus_1.btn_wait_counter,25
btn_activator_plus_5.btn_wait_counter,25
btn_activator_reset.btn_wait_counter,25
btn_hold_activator_minus_5.one_second_counter,28
btn_activator_minus_1.btn_wait_counter,25
==> worst register-to-register path: stages, from the launching register on <==
cell,delay (ns)
edfxtp_1,0.41
and4_1,0.23
nand3_1,0.49
nor4b_4,0.61
buf_4,0.33
nor3_1,0.09
==> kinds of logic after synthesis <==
| group | Yosys count | synth area share, % |
|---|---|---|
| fa+ha+maj | 7 | 0.964 |
| simple gates | 446 | 27.0 |
| compound gates | 99 | 6.65 |
| mux | 2 | 0.248 |
| xor+xnor | 117 | 11.3 |
| buf+inv | 54 | 2.34 |
| flops | 205 | 51.5 |
==> final cells by class <==
type / count / area (um2) / share of cell area (%)
clock buffer: 35 / 661 / 6.44
clock inverter: 6 / 80.1 / 0.780
inverter: 21 / 78.8 / 0.768
timing repair buffer: 22 / 195 / 1.90
multi-input combinational: 671 / 4210 / 41.1
sequential: 205 / 4680 / 45.6
tap: 280 / 350 / 3.41
==> per-layer routing <==
layer | vias up | wire length, um
li1 | 3434 | -
met1 | 2919 | 7890
met2 | 69 | 6210
met3 | 24 | 563
met4 | 0 | 337
met5 | - | 0
==> how the worst min path moves through the flow <==
| stage | to | slack, ns | cells after the start |
|---|---|---|---|
| finish | btn_posedge_inst.o_btn_reset_posedge | 0.38 | 1 |
| CTS | btn_posedge_inst.o_control_btns_posedge[2] | 0.39 | 1 |
| global route | btn_posedge_inst.o_control_btns_posedge[0] | 0.41 | 1 |
Power figures rest on the tool's default switching activity, not on a simulated workload.
